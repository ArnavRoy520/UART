===== /design/flow/design.v =====
`timescale 1ns / 1ps
module UART_Rx(
    input  wire clk ,  
    input  wire rst       ,  
    input  wire uart_rx     ,  
    input  wire uart_rx_en   ,  
    output wire uart_rx_break,  
    output wire uart_rx_valid,  
    output reg  [PAYLOAD_BITS-1:0] uart_rx_data    
    );
    parameter BIT_RATE = 9600;  
    parameter BIT_P  = 1_000_000_000 * 1/BIT_RATE;  
    parameter CLK_HZ = 50_000_000;  
    parameter CLK_P = 1_000_000_000 * 1/CLK_HZ;  
    parameter PAYLOAD_BITS = 8;     
    parameter STOP_BITS = 1;
    parameter CYCLES_PER_BIT = BIT_P / CLK_P;
    parameter COUNT_REG_LEN = 1+$clog2(CYCLES_PER_BIT);
    reg rxd_reg;
    reg rxd_reg_0;
    reg [PAYLOAD_BITS-1:0] recieved_data;
    reg [COUNT_REG_LEN-1:0] cycle_counter;
    reg [3:0] bit_counter;
    reg bit_sample;
    reg [2:0] fsm_state;
    reg [2:0] n_fsm_state;
    parameter FSM_IDLE = 0;    
    parameter FSM_START= 1;    
    parameter FSM_RECV = 2;    
    parameter FSM_STOP = 3;    
    assign uart_rx_break = uart_rx_valid && ~|recieved_data;
    assign uart_rx_valid = fsm_state == FSM_STOP && n_fsm_state == FSM_IDLE ;
    always @(posedge clk) begin
        if(!rst) begin
            uart_rx_data  <= {PAYLOAD_BITS{1'b0}};
        end 
        else if (fsm_state == FSM_STOP) begin
            uart_rx_data  <= recieved_data;
        end
    end
    wire next_bit = cycle_counter == CYCLES_PER_BIT ||(fsm_state == FSM_STOP && cycle_counter == CYCLES_PER_BIT/2);
    wire payload_done = bit_counter   == PAYLOAD_BITS  ;
    always @(*) begin
        case(fsm_state)
            FSM_IDLE : n_fsm_state = rxd_reg      ? FSM_IDLE : FSM_START;
            FSM_START: n_fsm_state = next_bit     ? FSM_RECV : FSM_START;
            FSM_RECV : n_fsm_state = payload_done ? FSM_STOP : FSM_RECV ;
            FSM_STOP : n_fsm_state = next_bit     ? FSM_IDLE : FSM_STOP ;
            default  : n_fsm_state = FSM_IDLE;
        endcase
    end
    integer i = 0;
    always @(posedge clk) begin
        if(!rst) begin
            recieved_data <= {PAYLOAD_BITS{1'b0}};
        end 
        else if(fsm_state == FSM_IDLE) begin
            recieved_data <= {PAYLOAD_BITS{1'b0}}; 
        end 
        else if(fsm_state == FSM_RECV && next_bit ) begin
            recieved_data[PAYLOAD_BITS-1] <= bit_sample;  
            for ( i = PAYLOAD_BITS-2; i >= 0; i = i - 1) begin
                recieved_data[i] <= recieved_data[i+1];   
            end
        end
    end
    always @(posedge clk) begin
        if(!rst) begin
            bit_counter <= 4'b0;
        end 
        else if(fsm_state != FSM_RECV) begin  
            bit_counter <= {COUNT_REG_LEN{1'b0}};   
        end 
        else if(fsm_state == FSM_RECV && next_bit) begin
            bit_counter <= bit_counter + 1'b1;     
        end
    end
    always @(posedge clk) begin
        if(!rst) begin
            bit_sample <= 1'b0;
        end 
        else if (cycle_counter == CYCLES_PER_BIT/2) begin
            bit_sample <= rxd_reg;          
        end
    end
    always @(posedge clk) begin
        if(!rst) begin
            cycle_counter <= {COUNT_REG_LEN{1'b0}};
        end 
        else if(next_bit) begin
            cycle_counter <= {COUNT_REG_LEN{1'b0}};   
        end 
        else if(fsm_state == FSM_START || fsm_state == FSM_RECV || fsm_state == FSM_STOP) begin
            cycle_counter <= cycle_counter + 1'b1;    
        end
    end
    always @(posedge clk) begin : p_fsm_state
        if(!rst) begin
            fsm_state <= FSM_IDLE;
        end 
        else begin
            fsm_state <= n_fsm_state;
        end
    end
    always @(posedge clk) begin : p_rxd_reg
        if(!rst) begin
            rxd_reg     <= 1'b1;    
            rxd_reg_0   <= 1'b1;
        end 
        else if(uart_rx_en) begin   
            rxd_reg     <= rxd_reg_0;   
            rxd_reg_0   <= uart_rx;
        end
    end
endmodule
`timescale 1ns / 1ps
module UART_Top(
    input  Tx_clk,  
    input  Rx_clk,  
    input rst,  
    output  wire [PAYLOAD_BITS-1:0] Rx_Data,  
    input  wire [PAYLOAD_BITS-1:0] Tx_Data,  
    output wire Pin,  
    output wire Tx_Line_busy,  
    input wire Enable_Tx,  
    input wire Enable_Rx,  
    output wire Break,  
    output wire Valid_Data  
    );
    parameter CLK_HZ = 50000000;
    parameter BIT_RATE =   9600;
    parameter PAYLOAD_BITS = 8;
    UART_Tx #(
                .BIT_RATE(BIT_RATE),
                .PAYLOAD_BITS(PAYLOAD_BITS),
                .CLK_HZ  (CLK_HZ  )) instantiate_UART_Tx(
                                                            .clk(Tx_clk),
                                                            .rst(rst),
                                                            .uart_txd(Pin),
                                                            .uart_tx_en(Enable_Tx),
                                                            .uart_tx_busy(Tx_Line_busy),
                                                            .uart_tx_data (Tx_Data) 
                                                            );
        UART_Rx #(
                    .BIT_RATE(BIT_RATE),
                    .PAYLOAD_BITS(PAYLOAD_BITS),
                    .CLK_HZ  (CLK_HZ)) instantiate_UART_Rx(
                                                            .clk(Rx_clk),  
                                                            .rst(rst),  
                                                            .uart_rx(Pin),  
                                                            .uart_rx_en(Enable_Rx),  
                                                            .uart_rx_break(Break),  
                                                            .uart_rx_valid(Valid_Data),  
                                                            .uart_rx_data (Rx_Data)   
                                                            );
endmodule
`timescale 1ns / 1ps
module UART_Tx(
input  wire clk,                                             
input  wire rst,                                          
output wire uart_txd,                                        
output wire uart_tx_busy,                                    
input  wire uart_tx_en,                                      
input  wire [PAYLOAD_BITS-1:0] uart_tx_data                     
);
parameter PAYLOAD_BITS    = 8;                                  
parameter STOP_BITS    = 1;                                  
parameter  BIT_RATE = 9600;                                  
localparam BIT_P    = 1_000_000_000 * 1/BIT_RATE;            
parameter  CLK_HZ = 50_000_000;                              
localparam CLK_P  = 1_000_000_000 * 1/CLK_HZ;                
localparam CYCLES_PER_BIT     = BIT_P / CLK_P;               
localparam CYCLE_COUNTER_BITS = 1+$clog2(CYCLES_PER_BIT);    
localparam BIT_COUNTER_BITS   = 1+$clog2(PAYLOAD_BITS);      
localparam IDLE  = 0;                                        
localparam START = 1;                                        
localparam SEND  = 2;                                        
localparam STOP  = 3;                                        
reg [CYCLE_COUNTER_BITS-1 : 0] cycle_counter;                
reg [BIT_COUNTER_BITS-1 : 0]   bit_counter;                                   
reg [2:0]  state, next_state;                                
reg [PAYLOAD_BITS-1:0] data_to_send;                         
reg tx_reg;                                                  
wire next_bit  = cycle_counter == CYCLES_PER_BIT;            
wire send_done = bit_counter == PAYLOAD_BITS;                
wire stop_done = bit_counter == STOP_BITS && state == STOP;  
assign uart_txd = tx_reg;                                    
assign uart_tx_busy = state != IDLE;                         
always @(*) begin
    case(state)
        IDLE   : next_state = uart_tx_en ? START : IDLE;
        START  : next_state = next_bit   ? SEND  : START;
        SEND   : next_state = send_done  ? STOP  : SEND;
        STOP   : next_state = stop_done  ? IDLE  : STOP;
        default: next_state = IDLE;
    endcase
end
always @(posedge clk) begin
    if (!rst) begin
        state <= IDLE;
    end
    else begin
        state <= next_state;
    end
end
always @(posedge clk) begin
    if (!rst) begin
        bit_counter <= 4'b0;
    end
    else if (state == SEND && next_bit) begin                             
        bit_counter <= bit_counter + 1'b1;
    end
    else if (state == STOP && next_bit) begin                             
        bit_counter <= bit_counter + 1'b1;
    end
    else if (state != SEND && state != STOP) begin                
        bit_counter <= {BIT_COUNTER_BITS{1'b0}};
    end
    else if(state == SEND && next_state == STOP) begin                    
        bit_counter <= {BIT_COUNTER_BITS{1'b0}};
    end
end
always @(posedge clk) begin
    if (!rst) begin
        cycle_counter <= {CYCLE_COUNTER_BITS{1'b0}};
    end
    else if (next_bit) begin                                              
        cycle_counter <= {CYCLE_COUNTER_BITS{1'b0}};
    end
    else if (state == SEND || state == START || state == STOP) begin     
        cycle_counter <= cycle_counter + 1'b1;
    end
end
integer i=0;
always @(posedge clk) begin
    if (!rst) begin
         data_to_send <= {PAYLOAD_BITS{1'b0}};
    end
    else if (state == IDLE && uart_tx_en) begin
        data_to_send = uart_tx_data;             
    end
    else if(state == SEND && next_bit) begin
        for (i = PAYLOAD_BITS-2; i >= 0; i = i - 1) begin         
            data_to_send[i] <= data_to_send[i+1];
        end
    end
end
always @(posedge clk) begin
    if (!rst) begin
        tx_reg <= 1'b1;
    end else if(state == IDLE) begin
        tx_reg <= 1'b1;
    end else if(state == START) begin           
        tx_reg <= 1'b0;
    end else if(state == SEND) begin            
        tx_reg <= data_to_send[0];
    end else if(state == STOP) begin            
        tx_reg <= 1'b1;
    end   
end
endmodule

===== /design/flow/run.sh =====
#!/bin/bash
# OpenROAD 26Q1-2900-gdf79404cd8, Yosys 0.63+post, stock flow scripts
make -C /OpenROAD-flow-scripts/flow DESIGN_CONFIG=/design/flow/config.mk WORK_HOME=/design/flow/orfs finish

===== /design/flow/config.mk =====
export PLATFORM = sky130hd
export DESIGN_NAME = UART_Top
export DESIGN_NICKNAME = UART_Top
export VERILOG_FILES = /design/flow/design.v
export SDC_FILE = /design/flow/constraint.sdc
export NUM_CORES = 4
export LEC_CHECK = 1
export CORE_UTILIZATION = 50

===== /design/flow/constraint.sdc =====
current_design UART_Top

set clk_period 4.1
set clk_io_pct 0.2

create_clock -name clk0 -period $clk_period [get_ports {Rx_clk}]
create_clock -name clk1 -period $clk_period [get_ports {Tx_clk}]

set non_clock_inputs [all_inputs -no_clocks]
set_input_delay [expr $clk_period * $clk_io_pct] -clock clk0 $non_clock_inputs
set_output_delay [expr $clk_period * $clk_io_pct] -clock clk0 [all_outputs]

==> design notes <==
In this run the count of I/O pins placed on the die edge is 25. The routed design has 6380 µm of wire. Of all nets on the critical path, the largest fanout is 5.

Entering global routing, the biggest net connects 29 pins. Dividing the detail-routed via count by the number of cells gives 5.60. The total of cells resized after clock tree synthesis came out at 0. The tools report the count of instantiated cells in the yosys netlist as 374. At the pin with the least slew margin, the transition time is 0.855 ns. The detailed router used layers up to and including met4. In this design, the largest share of critical-path delay is due to simple AND/OR/NAND/NOR gates.

The commonest register cell after synthesis is dfxtp_1. For this design, the CTS-stage hold fixing added 0 buffers. The critical path's slowest stage uses the library cell nor4b_1. The script computed a power per unit cell area of 377 nW/µm². The run gives 0% for the share of synthesized registers carrying an async set or reset. The run gives 19.8% for the global-route usage over all layers. The post-synth design cell area was 3270 µm².

The final hold violation count recorded for this run is 0. STA classifies the critical path startpoint as a register. The tools report the remaining max-slew budget at the tightest pin as 42.2%. For reference, the clock transition at the flip-flops on the worst setup and hold paths is 0.07 ns. The floorplan step defined a die boundary enclosing 6870 µm². The number of clock sinks came to 70. The tools report the total DRC errors in the routed layout as 0. Each instance of the synthesized netlist takes up on average 8.74 µm². For this run, the register share of the synthesized area comes to 42.9%. The number of cells traversed by the worst register-to-register path is 6. Sorting the synthesized cells by area gives the leading types as dfxtp_1 43%, mux2i_1 7.3%, nand2_1 4.6%, nor2_1 4.1%, xnor2_1 3.5%.

The post-route antenna net violation count was 0. The routed layout has 2,662 vias. The leakage power summed over all cells was 0.00127 µW. The cell depth of the worst hold path works out to 2. With the largest voltage drop on the vdd net at 0.000442 V, the post-CTS setup repair buffer count is 0. Pins over their slew limit in the final report were tallied at 0. Looking at the reg2reg group, the worst path starts from instantiate_UART_Tx.cycle_counter[0]. The violation count after the first detailed-route iteration is 97.

Number of rows created at floorplan: 29. The run gives 1430 µW for the post-route total power. The final layout reports a setup TNS of 0 ns. The number of global-route vias before repair is 2,395, and the summed standard-cell area reported by yosys is 3270 µm².

Counting distinct cell types in the post-synthesis netlist gives 54. Yosys printed 2 warnings. The run gives 545 for the number of filler cells placed in the layout. The tool warning count for the run is 32. The endpoint identified for the worst register-to-register timing path is instantiate_UART_Tx.cycle_counter[3]. With the setup violation total in the final timing report at 0, the utilization after layout is 60.0%. The pre-CTS setup slack was 1.04 ns. The worst setup path is captured at an output pin.

Along the critical path, the tally of buffer and inverter instances is 2. The first global-routing pass estimated 11,100 µm of wire. The largest registers in the layout are instantiate_UART_Rx.cycle_counter: 14 flops, instantiate_UART_Tx.cycle_counter: 14 flops.

The arrival time reported for the critical path endpoint came out at 2.61 ns. The run gives 51.8% as the floorplan core density. Setup repair after global routing left no endpoint under its margin. The HPWL after detailed placement is 4350 µm. Layout-stage area growth over the synthesis result: 16.0%.

The flow ran to the end, and the final reports show no timing, DRC or antenna violations. TritonCTS built the clock tree. The global placement routability congestion is 0.791, and the die height is 82.9 µm. The core footprint is 6310 µm². The most critical hold endpoint after final layout shows a slack of 0.463 ns. The required time at the worst endpoint is listed as 3.28 ns. Traced cell by cell, the critical path runs through inv_1 -> ha_1 -> nor4b_1 -> a21boi_1 -> and4_1 -> clkdlybuf4s50_1. The total of flip-flops plus latches after synthesis was 70; the fraction of synthesized cell area taken by the top area cell type was 42.9%. The number of antenna violations at the first check in global routing was 0; the register-to-register path setup slack was 1.85 ns.

The launch point of the worst min-delay path is recorded as instantiate_UART_Tx.data_to_send[7]. The post-synth count of flops with an enable pin is 0. Biggest area consumer among synthesized cells: dfxtp_1. The residual overflow from global routing is 0. Per the detail_route log, met2 wirelength is 3030 µm. Cells with a size suffix above 1 make up 6.03% of the layout.

The final clock skew is 0.00664 ns, and the average wire length per cell after detail routing is 13.4 µm. Once routing completed, OpenROAD measured the worst setup slack at 0.671 ns. The total routed wire length on the met1 layer is 3110 µm.

The most common cell in the netlist is dfxtp_1. The tools report the hold path endpoint as instantiate_UART_Tx.data_to_send[7]. Before antenna repair, the detailed router went through 21 iterations. The path class of the tightest hold or removal check is reg2reg. After synthesis, the most frequently instantiated cells are 70 x dfxtp_1, 40 x nand2_1, 36 x nor2_1, 24 x mux2i_1, 16 x nor3_1. The critical path is of the reg2out type. Summed over all nets, wire length on met3 after detailed routing comes to 190 µm. The number of max-capacitance violations reported is 0, and the die width is 82.9 µm.

Per the placement log, port buffering inserted 23 buffers. In the synthesized netlist, the number of instances is 374. With the number of diodes added for antenna fixing at 0, the longest individual stage delay on the worst path is 0.70 ns.
report_power, final:
part	switching, µW	total, µW	leakage, µW	internal (µW)
sequential	9.82	700	0.000566	690
clock	236	676	0.000127	440
combinational	29.5	54.3	0.000575	24.9
total	276	1430	0.00127	1150
through the flow:
step / instance area (µm²) / std cells
CTS: 3790 / 475
detailed placement: 3540 / 459
global placement: 3540 / 459
finish: 3790 / 475
floorplan: 3270 / 374
global route: 3790 / 475
per-layer routing:
layer,up-vias,track usage [%]
met5,-,0
met1,1230,30.3
met2,57,31.6
met3,4,2.62
li1,1371,-
met4,0,2.98
cells by family (layout without fill, tap and decap cells):
kind of cell             after synthesis  in the layout  share of synthesized area (%)
adder cells (fa/ha/maj)                9              9                           3.44
flip-flops                            70             70                           42.9
XOR/XNOR                              21             21                           5.63
AND/OR/NAND/NOR                      169            169                           26.9
AND-OR/OR-AND                         50             50                           9.99
multiplexers                          24             24                           7.35
buffers and inverters                 31             55                           3.87
cell type report:
class / count / area, µm² / area share (%)
clock inverters: 4 / 95.1 / 2.51
flip-flops and latches: 70 / 1400 / 37.0
well taps: 77 / 96.3 / 2.54
repair buffers: 26 / 253 / 6.67
clock buffers: 12 / 155 / 4.09
multi-input cells: 273 / 1740 / 45.9
inverters: 13 / 48.8 / 1.29
worst max path at each step:
stage,start,to,cells after the start
4_1_cts,instantiate_UART_Rx.cycle_counter[0],Break,6
5_1_grt,instantiate_UART_Rx.fsm_state[3],Break,5
6_report,instantiate_UART_Rx.cycle_counter[0],Break,6
cell usage in the layout, fill, tap and decap left out, types with 5 or more instances in the layout:
cell              n
clkbuf_8         11
xor2_1            8
o21ai_0          11
a21oi_1          14
mux2i_1          24
nand2_1          40
clkdlybuf4s50_1  23
and2_1            5
inv_1            11
nand3_1          14
xnor2_1          13
ha_1              9
dfxtp_1          70
a211oi_1          9
nor2_1           36
nand2b_1          8
nor3_1           16
nand4_1          10
nor4_1           14
worst register-to-register path, cell delays in order (launching register included):
cell and delay (ns):
dfxtp_1 0.33, inv_1 0.09, ha_1 0.14, and4b_1 0.20, nand4_1 0.59, nand2_1 0.66
nor2_1 0.10
No activity file was given, so power comes from the tool's default toggle rates.
